`flow/run.sh`:
```
#!/bin/bash
# OpenROAD 26Q1-2900-gdf79404cd8, Yosys 0.63+post, stock flow scripts
make -C /OpenROAD-flow-scripts/flow DESIGN_CONFIG=/design/flow/config.mk WORK_HOME=/design/flow/orfs finish
```
`flow/config.mk`:
```
export PLATFORM = sky130hd
export DESIGN_NAME = sseg_dec
export DESIGN_NICKNAME = sseg_dec
export VERILOG_FILES = /design/flow/design.v
export SDC_FILE = /design/flow/constraint.sdc
export NUM_CORES = 4
export LEC_CHECK = 1
export CORE_AREA = 10 10 70 70
export DIE_AREA = 0 0 80 80
```
`flow/constraint.sdc`:
```
current_design sseg_dec

set clk_period 2.2
set clk_io_pct 0.2

create_clock -name clk0 -period $clk_period

set non_clock_inputs [all_inputs -no_clocks]
set_input_delay [expr $clk_period * $clk_io_pct] -clock clk0 $non_clock_inputs
set_output_delay [expr $clk_period * $clk_io_pct] -clock clk0 [all_outputs]
```
`flow/design.v`:
```
`default_nettype none
module sseg_dec(
	input wire				en,
	input wire [3:0]  data,
	output wire [7:0] led
	);
	assign led = en ? ~dec(data) : 7'b1111111;
	function [6:0] dec;
		input [3:0] data_in;
		begin
			case(data_in)
				4'h0 : dec = 7'b0111111;
				4'h1 : dec = 7'b0000110;
				4'h2 : dec = 7'b1011011;
				4'h3 : dec = 7'b1001111;
				4'h4 : dec = 7'b1100110;
				4'h5 : dec = 7'b1101101;
				4'h6 : dec = 7'b1111101;
				4'h7 : dec = 7'b0100111;
				4'h8 : dec = 7'b1111111;
				4'h9 : dec = 7'b1101111;
				4'ha : dec = 7'b1110111;
				4'hb : dec = 7'b1111100;
				4'hc : dec = 7'b1011000;
				4'hd : dec = 7'b1011110;
				4'he : dec = 7'b1111001;
				4'hf : dec = 7'b1110001;
				default: dec = 7'b0000000;
			endcase
		end
	endfunction
endmodule
```
==> impl.org <==
#+TITLE: Physical design notes

** Run status
- The flow ran to the end, and the final reports show no timing, DRC or antenna violations.

** STA
- Per the final timing report, the hold violations number 0.
- Share of the cycle needed by the critical path after routing :: 0.944
- The end-of-flow timing check tallies setup violations at 0.
- Worst setup margin :: 0.123 ns
- At the pin with the least slew margin, the transition time is 0.197 ns.
- Post-layout minimum cycle time :: 2.08 ns
- Final max-slew violation count :: 0
- Total Neg Setup Slack :: 0 ns
- Setup repair after global routing missed its margin :: false
- FMAX :: 481 MHz
- Slew HR :: 0.868

** Floorplan
- I/O pins :: 13
- Per the OpenROAD floorplan log, the width of the die is 80 um.
- The report lists the number of standard-cell rows as 21.
- Chip height :: 80 um
- In this run the standard cell core region covers 3420 um^2.
- Total die size :: 6400 um^2
- Starting density of the core :: 0.0806

** Worst setup path
- Category of the worst setup path capture point :: output port
- Crit path required time :: 1.76 ns
- Kind of start point of the critical path :: input port
- The data arrival time reported for the critical path is 1.64 ns.
- Start-to-end type of the worst setup path :: input port to output port
- Largest fanout of any net on the critical path :: 4

** Global routing
- Maximum number of pins on one net before global-route repair :: 7
- The initial antenna violation count came to 0.
- Aggregate global-route resource usage :: 0.0321
- Overflow after GRT :: 0
- The first global-routing pass estimated 1.72 mm of wire.
- The via count of the first global-routing pass is 390.

** Placed design
- Number of cells in the design after placement :: 104
- Final HPWL DP :: 896 um
- Final estimated routing congestion in global placement :: 0.888
- The pre-CTS setup check shows a worst slack of -0.483 ns.
- Buffers placed on the I/O ports in this run total 13.

** Job
- Max-cap violation count :: 0
- In this run the tools logged warnings totalling 36.

** Final layout
- The clock buffers instantiated in the layout total 0.
- For this run, the number of standard cells in the final layout without fillers is 107.
- The layout report lists the combined flip-flop and latch area as 0 um^2.
- After filler insertion, the fill cell instance count of the layout stands at 396.
- The design has 0 sequential cells.
- In the final layout, the share of cells above drive strength 1 is 0.393.
- Growth of design area from synthesis to finish :: 94.1%
- Core occupancy in the finished layout :: 0.156

** Logic synthesis
- In this run the cell area of the synthesized design comes to 275 um^2.
- The stat command in Yosys gives a chip area of 275 um^2.
- Distinct lib cells :: 20
- The cell count after synthesis came out at 38.
- The synthesized netlist was found by Yosys to have 38 cells.
- Area share, top type :: 0.227
- Seq share, synth :: 0
- Counting the warning lines in the Yosys log gives 1.
- Leading post-synthesis cells by cell area :: sky130_fd_sc_hd__ha_1 23%, sky130_fd_sc_hd__buf_6 8.2%, sky130_fd_sc_hd__o211ai_1 8.2%, sky130_fd_sc_hd__nand2_1 6.8%, sky130_fd_sc_hd__a21oi_1 5.5%
- Mean cell area of the mapped netlist :: 7.24 um^2
- After synthesis, the most frequently instantiated cells are 5 x sky130_fd_sc_hd__ha_1, 5 x sky130_fd_sc_hd__nand2_1, 3 x sky130_fd_sc_hd__a21oi_1, 3 x sky130_fd_sc_hd__nor2_1, 3 x sky130_fd_sc_hd__o211ai_1.
- Per the synthesis report, the dominant area consumer among library cells is sky130_fd_sc_hd__ha_1.

** Pwr
- Dividing total power by cell area gives a power density of 169 nW/um^2.
- The leakage power in the latest report is 0.000239 uW.
- Overall power :: 90.3 uW
- Maximum vdd ir drop :: 0.0200 mV

** Detailed routing
- The first detailed-routing pass ran for 4 iterations.
- Routed vias/inst :: 3.31
- Count of antenna-violating nets left after detailed routing :: 0
- DRT Wirelength :: 1.06 mm
- After detailed routing, the average wire length per cell comes to 9.91 um.
- TritonRoute reported its final design rule violation total as 0.
- Antenna cells :: 0
- Across all layers, the routed design uses 354 vias.
- For this block, the initial DRC count from the detailed router was 8.

** Worst hold path
- Type of the most critical hold path :: input port to output port

** Clock network
- In this run, post-CTS hold repair placed 0 buffers.
[metal layers]
metal	up-vias	global-route usage	wire length [um]	share of wire
li1	182	-	-	-
met1	166	0.0277	361	0.34
met3	0	0.00114	23	0.022
met5	-	0	0	0
met4	0	0	0	0
met2	6	0.0770	675	0.64
[cell usage in the layout, fill, tap and decap left out, types with 2 or more instances in the layout]
| cell type | instances |
|---|---|
| sky130_fd_sc_hd__clkdlybuf4s50_1 | 3 |
| sky130_fd_sc_hd__nor2_1 | 3 |
| sky130_fd_sc_hd__clkbuf_2 | 2 |
| sky130_fd_sc_hd__nand2_1 | 5 |
| sky130_fd_sc_hd__dlygate4sd2_1 | 8 |
| sky130_fd_sc_hd__o22ai_1 | 2 |
| sky130_fd_sc_hd__buf_4 | 11 |
| sky130_fd_sc_hd__o211ai_1 | 3 |
| sky130_fd_sc_hd__a21o_1 | 2 |
| sky130_fd_sc_hd__ha_1 | 3 |
| sky130_fd_sc_hd__inv_2 | 3 |
| sky130_fd_sc_hd__a21oi_1 | 3 |
[where the power goes]
group | leakage, uW | total [uW] | switching, uW | internal, uW
Sequential | 0 | 0 | 0 | 0
Combinational | 0.000239 | 90.3 | 38.3 | 52.0
Clock | 0 | 0 | 0 | 0
[worst paths after layout]
path / start / to / slack (ns) / depth (start not counted)
max: data[2] / led[6] / 0.12 / 6
min: data[1] / led[5] / 1.45 / 4
[stage by stage]
stage / cell area [um^2] / hold slack, ns
6_report: 534 / 1.45
5_1_grt: 534 / 1.49
4_1_cts: 544 / 1.48
3_5_place_dp: 508 / 1.97
3_3_place_gp: 508 / 1.96
2_1_floorplan: 275 / 0.895
[worst max-delay path, stage by stage]
cell	delay, ns
sky130_fd_sc_hd__dlygate4sd2_1	0.26
sky130_fd_sc_hd__buf_2	0.15
sky130_fd_sc_hd__nor2_1	0.11
sky130_fd_sc_hd__a21oi_1	0.05
sky130_fd_sc_hd__o21ai_1	0.14
sky130_fd_sc_hd__clkdlybuf4s50_1	0.49
[timing repair]
item	in CTS	in global routing
endpoints found under the hold margin	0	0
setup buffers	2	0
endpoints found under the setup margin	7	4
pin swaps	2	0
cloned	1	0
gates resized	19	2
[layout make-up]
type	instances	area, um^2	share of cell area
Tap cell	46	57.6	0.108
Multi-Input combinational cell	32	256	0.480
Inverter	3	11.3	0.0211
Timing Repair Buffer	26	209	0.391
[cells by family after synthesis]
group / synth area share
AND-OR/OR-AND: 0.341
adder cells (fa/ha/maj): 0.227
buffers and inverters: 0.150
multiplexers: 0.0364
AND/OR/NAND/NOR: 0.245
Power and IR drop assume default switching activity.
